### design/flow/config.mk
export PLATFORM = sky130hd
export DESIGN_NAME = sub_module16
export DESIGN_NICKNAME = sub_module16
export VERILOG_FILES = /design/flow/design.v
export SDC_FILE = /design/flow/constraint.sdc
export NUM_CORES = 4
export LEC_CHECK = 1
export CORE_AREA = 10 10 380 380
export DIE_AREA = 0 0 390 390
### design/flow/constraint.sdc
current_design sub_module16

set clk_period 17.9
set clk_io_pct 0.2

create_clock -name clk0 -period $clk_period [get_ports {clk}]

set non_clock_inputs [all_inputs -no_clocks]
set_input_delay [expr $clk_period * $clk_io_pct] -clock clk0 $non_clock_inputs
set_output_delay [expr $clk_period * $clk_io_pct] -clock clk0 [all_outputs]
### design/flow/design.v
module first_A(
  input clk, rst,
  input [7:0] data,
  output reg signed [10:0] A
);
  always @(posedge clk) begin
    if (rst)
      A <= {data, 3'b000};
  end
endmodule
module regfile_32x3_dual (
  input wire clk,
  input wire rst,
  input wire en,
  input signed  [4:0] addr,
  output reg [2:0] dout1,
  output reg [2:0] dout2
);
  reg [2:0] mem1 [0:31];
  reg [2:0] mem2 [0:31];
  always @(posedge clk) begin
    if (rst) begin
      mem1[0] <= 3'b000; mem1[1] <= 3'b010; mem1[2] <= 3'b001; mem1[3] <= 3'b010;
      mem1[4] <= 3'b000; mem1[5] <= 3'b001; mem1[6] <= 3'b001; mem1[7] <= 3'b000;
      mem1[8] <= 3'b000; mem1[9] <= 3'b010; mem1[10] <= 3'b001; mem1[11] <= 3'b010;
      mem1[12] <= 3'b000; mem1[13] <= 3'b001; mem1[14] <= 3'b001; mem1[15] <= 3'b000;
      mem1[16] <= 3'b101; mem1[17] <= 3'b100; mem1[18] <= 3'b101; mem1[19] <= 3'b101;
      mem1[20] <= 3'b100; mem1[21] <= 3'b110; mem1[22] <= 3'b101; mem1[23] <= 3'b110;
      mem1[24] <= 3'b101; mem1[25] <= 3'b100; mem1[26] <= 3'b101; mem1[27] <= 3'b101;
      mem1[28] <= 3'b100; mem1[29] <= 3'b110; mem1[30] <= 3'b101; mem1[31] <= 3'b110;
      mem2[0] <= 3'b100; mem2[1] <= 3'b111; mem2[2] <= 3'b110; mem2[3] <= 3'b011;
      mem2[4] <= 3'b101; mem2[5] <= 3'b011; mem2[6] <= 3'b010; mem2[7] <= 3'b111;
      mem2[8] <= 3'b100; mem2[9] <= 3'b111; mem2[10] <= 3'b110; mem2[11] <= 3'b011;
      mem2[12] <= 3'b101; mem2[13] <= 3'b011; mem2[14] <= 3'b010; mem2[15] <= 3'b111;
      mem2[16] <= 3'b101; mem2[17] <= 3'b011; mem2[18] <= 3'b110; mem2[19] <= 3'b111;
      mem2[20] <= 3'b001; mem2[21] <= 3'b111; mem2[22] <= 3'b010; mem2[23] <= 3'b011;
      mem2[24] <= 3'b101; mem2[25] <= 3'b011; mem2[26] <= 3'b110; mem2[27] <= 3'b111;
      mem2[28] <= 3'b001; mem2[29] <= 3'b111; mem2[30] <= 3'b010; mem2[31] <= 3'b011;
    end
  end
  always @(*) begin
    if (en) begin
    dout1 = mem1[addr[4:0]];  
    dout2 = mem2[addr[4:0]];
    end else begin
      dout1 = 3'b000;
      dout2 = 3'b000;
    end
  end
endmodule
module mux8_1 (
  input [10:0] A,
  input [2:0] dout1,
  output reg [10:0] out
);
  always @(*) begin
    case (dout1)
      3'd0: out = A;
      3'd1: out = A >> 1;
      3'd2: out = A >> 2;
      3'd3: out = A >> 3;
      3'd4: out = ~A + 1;
      3'd5: out = (~A + 1) >> 1;
      3'd6: out = (~A + 1) >> 2;
      3'd7: out = (~A + 1) >> 3;
      default: out = 11'b0;
    endcase
  end
endmodule
module mux4_1 (
  input [10:0] A,
  input [1:0] sel,  
  output reg [11:0] mux_out
);
  always @(*) begin
    case (sel)
      2'b00: mux_out = 12'b0;
      2'b01: mux_out = {1'b0, A};  
      2'b10: mux_out = {1'b0, (~A + 11'b00000000001)};  
      2'b11: mux_out = 12'b0;
      default: mux_out = 12'b0;
    endcase
  end
endmodule
module top_module(
  input clk, rst, en,
  input signed [7:0] data,
  input signed [4:0] addr,
  output signed [10:0] out1,
  output signed [10:0] out2,
  output signed [11:0] sum_out,
  output signed [12:0] final_sum
);
  wire signed [10:0] A_wire;
  wire [2:0] dout1, dout2;
  wire signed [11:0] temp_output3;
  first_A u1 (
    .clk(clk),
    .rst(rst),
    .data(data),
    .A(A_wire)
  );
  regfile_32x3_dual u2 (
    .clk(clk),
    .rst(rst),
    .en(en),
    .addr(addr),
    .dout1(dout1),
    .dout2(dout2)
  );
  mux8_1 u3 (
    .A(A_wire),
    .dout1(dout1),
    .out(out1)
  );
  mux8_1 u4 (
    .A(A_wire),
    .dout1(dout2), 
    .out(out2)
  );
  mux4_1 u5 (
    .A(A_wire),
    .sel(addr[4:3]),
    .mux_out(temp_output3)
  );
  assign sum_out = out1 + out2;
  assign final_sum = sum_out + temp_output3;
endmodule
module sub_module(
  input clk, rst, en,
  input signed [7:0] data1,data2,
  input signed [4:0] addr1,addr2,
  output signed [10:0] out1,out1_2,
  output signed [10:0] out2,out2_2,
  output signed [11:0] sum_out1,sum_out2,
  output signed [12:0] final_sum1,final_sum2,
  output signed [13:0] partial_sum14
);
  top_module t1 (
    .clk(clk),
    .rst(rst),
    .en(en),
    .data(data1),
    .addr(addr1),
    .out1(out1),
    .out2(out2),
    .sum_out(sum_out1),
    .final_sum(final_sum1)
  );
   top_module t2 (
    .clk(clk),
    .rst(rst),
    .en(en),
     .data(data2),
     .addr(addr2),
     .out1(out1_2),
     .out2(out2_2),
     .sum_out(sum_out2),
     .final_sum(final_sum2)
  );
  assign partial_sum14 = final_sum1 + final_sum2;
endmodule
module sub_module15(
  input clk,rst,en,
  input signed [7:0] data1,data2,data3,data4,
  input signed [4:0] addr1,addr2,addr3,addr4,
  output signed [10:0] out1,out1_2,out1_3,out1_4,
  output signed [10:0] out2,out2_2,out2_3,out2_4,
  output signed [11:0] sum_out1,sum_out2,sum_out3,sum_out4,
  output signed [12:0] final_sum1,final_sum2,final_sum3,final_sum4,
  output signed [13:0] partial_sum14,partial_sum14_1,
  output signed [14:0] partial_sum15
);
  sub_module s1 (
    .clk(clk),
    .rst(rst),
    .en(en),
    .data1(data1),
    .data2(data2),
    .addr1(addr1),
    .addr2(addr2),
    .out1(out1),
    .out1_2(out1_2),
    .out2(out2),
    .out2_2(out2_2),
    .sum_out1(sum_out1),
    .sum_out2(sum_out2),
    .final_sum1(final_sum1),
    .final_sum2(final_sum2),
    .partial_sum14(partial_sum14)
  );
    sub_module s2 (
    .clk(clk),
    .rst(rst),
    .en(en),
    .data1(data3),
    .data2(data4),
    .addr1(addr3),
    .addr2(addr4),
    .out1(out1_3),
    .out1_2(out1_4),
      .out2(out2_3),
      .out2_2(out2_4),
      .sum_out1(sum_out3),
      .sum_out2(sum_out4),
      .final_sum1(final_sum3),
      .final_sum2(final_sum4),
      .partial_sum14(partial_sum14_1)
  );
  assign partial_sum15 = partial_sum14 + partial_sum14_1;
endmodule
module sub_module16(
  input clk,rst,en,
  input signed [7:0] data1,data2,data3,data4,data5,data6,data7,data8,
  input signed [4:0] addr1,addr2,addr3,addr4,addr5,addr6,addr7,addr8,
  output signed [10:0] out1,out1_2,out1_3,out1_4,out1_5,out1_6,out1_7,out1_8,
  output signed [10:0] out2,out2_2,out2_3,out2_4,out2_5,out2_6,out2_7,out2_8,
  output signed [11:0] sum_out1,sum_out2,sum_out3,sum_out4,sum_out5,sum_out6,sum_out7,sum_out8,
  output signed [12:0] final_sum1,final_sum2,final_sum3,final_sum4,final_sum5,final_sum6,final_sum7,final_sum8,
  output signed [13:0] partial_sum14,partial_sum14_1,partial_sum14_2,partial_sum14_3,
  output signed [14:0] partial_sum15,partial_sum15_1,
  output signed [15:0] partial_sum16
);
   sub_module15 sm1 (
    .clk(clk),
    .rst(rst),
    .en(en),
    .data1(data1),
    .data2(data2),
    .data3(data3),
    .data4(data4),
    .addr1(addr1),
    .addr2(addr2),
    .addr3(addr3),
    .addr4(addr4),
    .out1(out1),
    .out1_2(out1_2),
    .out1_3(out1_3),
    .out1_4(out1_4),
    .out2(out2),
    .out2_2(out2_2),
    .out2_3(out2_3),
    .out2_4(out2_4),
    .sum_out1(sum_out1),
    .sum_out2(sum_out2),
    .sum_out3(sum_out3),
    .sum_out4(sum_out4), 
    .final_sum1(final_sum1),
    .final_sum2(final_sum2),
    .final_sum3(final_sum3),
    .final_sum4(final_sum4),
    .partial_sum14(partial_sum14),
    .partial_sum14_1(partial_sum14_1),
    .partial_sum15(partial_sum15)
   );
  sub_module15 sm2 (
    .clk(clk),
    .rst(rst),
    .en(en),
    .data1(data5),
    .data2(data6),
    .data3(data7),
    .data4(data8),
    .addr1(addr5),
    .addr2(addr6),
    .addr3(addr7),
    .addr4(addr8),
    .out1(out1_5),
    .out1_2(out1_6),
    .out1_3(out1_7),
    .out1_4(out1_8),
    .out2(out2_5),
    .out2_2(out2_6),
    .out2_3(out2_7),
    .out2_4(out2_8),
    .sum_out1(sum_out5),
    .sum_out2(sum_out6),
    .sum_out3(sum_out7),
    .sum_out4(sum_out8), 
    .final_sum1(final_sum5),
    .final_sum2(final_sum6),
    .final_sum3(final_sum7),
    .final_sum4(final_sum8),
    .partial_sum14(partial_sum14_2),
    .partial_sum14_1(partial_sum14_3),
    .partial_sum15(partial_sum15_1)
   );
  assign partial_sum16 = partial_sum15 + partial_sum15_1;
endmodule
### design/flow/run.sh
#!/bin/bash
# OpenROAD 26Q1-2900-gdf79404cd8, Yosys 0.63+post, stock flow scripts
make -C /OpenROAD-flow-scripts/flow DESIGN_CONFIG=/design/flow/config.mk WORK_HOME=/design/flow/orfs finish
==> writeup.txt <==
Total global-route track usage over all layers is 15.6%. The tools report the worst slew margin relative to its limit as 27.9%. TritonRoute output was used to compute an average wire per cell of 23.1 um. The arrival time of data at the worst endpoint is listed as 13.31 ns.

Sorting the Yosys area breakdown by cell type puts at the top sky130_fd_sc_hd__ha_1. With the ratio of cells with drive above 1 in the final layout at 3.26%, the placement-stage worst setup slack is 1.01 ns. The slowest cell on the critical path was sky130_fd_sc_hd__clkdlybuf4s50_1.

The critical path is of the input pin to primary output type. At the end of routability-driven placement, the weighted congestion stood at 1.02. In the routed layout, each cell is associated on average with a via count of 4.64. The run gives 21 as the initial antenna violation count.

The number of hold buffers added after CTS was 0. The total of flip-flops plus latches after synthesis came out at 64. The initial utilization of the core area, before any placement, comes to 15.9%. The logs give 21600 sq um for the post-synthesis instance area and 3 for the deepest level of the CTS H-tree. The number of rows in the core area is 135. Kind of cell with the highest combined delay on the critical path: AND-OR/OR-AND gates. The layer carrying the most global-route usage is met2. The logs give a warning total of 26. The clock-pin slew reported for the worst setup and hold paths after clock tree synthesis was 0.07 ns; the total clock buffers created by CTS was 9. After global routing the overflow that remains totals 0.

With the number of hold violations in the final report at 0, the top-level I/O count is 585. The logs give 2 for the maximum root-to-sink buffer count and 0 for the count of endpoints failing setup in the final report. The iteration count of the initial detailed-routing pass is 6, and the worst hold slack is 3.66 ns.

Setup repair after global routing left no endpoint under its margin. Most used flip-flop cell after synthesis: sky130_fd_sc_hd__edfxtp_1.

STA classifies the critical path endpoint as a primary output. In this run, synthesis inferred 64 flip-flops with an integrated enable. The main area contributors are sky130_fd_sc_hd__ha_1, sky130_fd_sc_hd__xnor2_1, sky130_fd_sc_hd__edfxtp_1, sky130_fd_sc_hd__nor2_1, sky130_fd_sc_hd__a21oi_1. The logs give 24500 for the total vias in the final route and 0 for the post-route antenna net violation count. The number of setup buffers added after CTS is 0.

After technology mapping, the gate count stands at 3052. The critical path endpoint has a required time of 14.32 ns. For the total clock sinks, the log shows 64. In the post-route report, total wirelength is listed as 122000 um.

Including well taps, the total number of placed cells is 5267. The area recorded from the Yosys report for this design is 21600 sq um. The worst hold path belongs to the class input pin to register. The first routing iteration left 1942 violations. The post-route worst setup slack is 1.01 ns, and the number of global-route vias before repair is 23200. Pin slew with the least headroom to its limit: 1.07 ns.

Per the final report, max-transition violations number 0. The clock tree root driver cell is sky130_fd_sc_hd__clkbuf_16. The synthesized netlist contains 90 unique library cells. In the synthesized netlist, the cells that appear most often are sky130_fd_sc_hd__nor2_1, sky130_fd_sc_hd__xnor2_1, sky130_fd_sc_hd__a21oi_1. The tools report the first-pass GRT wire length as 172000 um. The tools report the max-capacitance violation count as 0. TritonCTS built the clock tree. The worst path buffer plus inverter count is 3. Of the available clock period, the critical path in the final layout requires 94.4%.

The worst path needs 16.89 ns of the cycle, external delays included. The area growth from synthesis to final layout came out at 36.3%. Yosys stat counts 3052 cells in the synthesized netlist.

The share of the Yosys chip area taken by registers is 8.89%. Entering global routing, the biggest net connects 95 pins. The detailed placement HPWL was 106000 um. Dividing the synthesized area by the synthesized cell count gives 7.08 sq um. The global-route met2 utilization is 23.7%, and the full die area is 152000 sq um. Global routing used 19.9% of the available met1 tracks.

Per the synth stats, the proportion of register bits with asynchronous set or reset is 0%. By instance count, the leading cell after synthesis is sky130_fd_sc_hd__nor2_1.

STA classifies the critical path startpoint as an input pin. TritonRoute reported its final design rule violation total as 0. With the filler-free cell count of the finished design at 5284, the chip height is 390 um. The horizontal die dimension reported for this design is 390 um.

The warning tally printed by Yosys for this design is 6. The run gives 0 ns for the setup TNS. On the worst path, the slowest cell contributes a delay of 0.86 ns.

The number of gates resized after CTS was 0. Per STA, the library cell used most along the worst path is sky130_fd_sc_hd__o21ai_0. The number of I/O port buffers is 576.

The filler cells instantiated in the layout total 15100. In the global route stage, met3 resource usage came out at 6.82%. Per the OpenROAD floorplan log, the area of the core is 136000 sq um. Max fanout on the critical path was recorded as 16. Per the synthesis report, the single largest cell type by area occupies 14.8% of cell area.

The flow ran to the end, and the final reports show no timing, DRC or antenna violations. The highest clock frequency the design can meet is 59.2 MHz.
==> kinds of logic after synthesis <==
family,after synthesis,share of synthesized area [%]
AOI/OAI and AO/OA,993,30.6
and+or+nand+nor,962,20.8
buffers and inverters,371,7.04
xor gates and xnor gates,357,14.5
adders and majority gates,281,17.0
DFF,64,8.89
muxes,23,1.08
other,1,0.0173
==> registers in the layout (all words and copies together) (netlist names) <==
register / flops
sm1.s1.t1.u1.A: 8
sm1.s1.t2.u1.A: 8
sm1.s2.t1.u1.A: 8
sm1.s2.t2.u1.A: 8
sm2.s1.t1.u1.A: 8
sm2.s1.t2.u1.A: 8
sm2.s2.t1.u1.A: 8
sm2.s2.t2.u1.A: 8
==> metrics by stage <==
step,util [%],instance area (sq um)
final,21.7,29500
after global routing,21.7,29500
after CTS,21.7,29500
after detailed placement,21.5,29100
after global placement,21.5,29100
after floorplan,-,21700
==> area by class of cell <==
type / count / area (sq um) / area share, %
Timing Repair Buffer: 627 / 6160 / 20.9
Antenna cell: 1 / 2.50 / 0.00849
Tap cell: 1781 / 2230 / 7.56
Sequential cell: 64 / 1920 / 6.52
Clock buffer: 10 / 229 / 0.777
Clock inverter: 6 / 83.8 / 0.285
Multi-Input combinational cell: 2632 / 18200 / 61.9
Inverter: 163 / 612 / 2.08
==> worst paths after layout <==
kind | startpoint | endpoint | cells after the start
setup / recovery | addr1[2] | partial_sum16[15] | 34
hold / removal | rst | sm2.s1.t1.u1.A[6]$_DFFE_PP_ | 1
==> cells in the final DEF, fill, tap and decap left out, types with 51 or more instances in the layout <==
cell                              instances
sky130_fd_sc_hd__xor2_1                  77
sky130_fd_sc_hd__clkdlybuf4s50_1        574
sky130_fd_sc_hd__xnor2_1                278
sky130_fd_sc_hd__o21ai_0                193
sky130_fd_sc_hd__a21oi_1                276
sky130_fd_sc_hd__edfxtp_1                64
sky130_fd_sc_hd__inv_1                  159
sky130_fd_sc_hd__nor2b_1                 64
sky130_fd_sc_hd__nor2_1                 378
sky130_fd_sc_hd__nor3_1                  85
sky130_fd_sc_hd__a21o_1                  51
sky130_fd_sc_hd__buf_4                   51
sky130_fd_sc_hd__nand2_1                216
sky130_fd_sc_hd__ha_1                   256
==> metal layers <==
layer / routed length [um] / share of wire [%]
met1: 51400 / 42
met2: 52700 / 43
met3: 13700 / 11
met4: 4190 / 3.4
met5: 167 / 0.14
